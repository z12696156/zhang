$ cat ./constraint.sdc
current_design VesaDriver

set clk_period 6.0
set clk_io_pct 0.2

create_clock -name clk0 -period $clk_period [get_ports {InPixClk}]

set non_clock_inputs [all_inputs -no_clocks]
set_input_delay [expr $clk_period * $clk_io_pct] -clock clk0 $non_clock_inputs
set_output_delay [expr $clk_period * $clk_io_pct] -clock clk0 [all_outputs]
$ cat ./config.mk
export PLATFORM = sky130hd
export DESIGN_NAME = VesaDriver
export DESIGN_NICKNAME = VesaDriver
export VERILOG_FILES = /design/flow/design.v
export SDC_FILE = /design/flow/constraint.sdc
export NUM_CORES = 4
export LEC_CHECK = 1
export CORE_UTILIZATION = 30
$ cat ./run.sh
#!/bin/bash
# OpenROAD 26Q1-2900-gdf79404cd8, Yosys 0.63+post, stock flow scripts
make -C /OpenROAD-flow-scripts/flow DESIGN_CONFIG=/design/flow/config.mk WORK_HOME=/design/flow/orfs finish
$ cat ./design.v
module VesaDriver
(
    input                                                     InPixClk        ,               
    input                  [11      :       0]                InVesaHtt       ,
    input                  [6       :       0]                InVesaHft       ,
    input                  [11      :       0]                InVesaHat       ,
    input                  [7       :       0]                InVesaHbt       ,
    input                  [5       :       0]                InVesaHst       ,
    input                  [10      :       0]                InVesaVtt       ,
    input                  [10      :       0]                InVesaVat       ,
    input                  [2       :       0]                InVesaVst       ,
    input                  [5       :       0]                InVesaVbt       ,
    input                  [2       :       0]                InVesaVft       ,  
    output                                                    OutPixClk       ,
    output      reg                                           OutVsync    =0  ,
    output      reg                                           OutHsync    =0  ,
    output      reg                                           OutPixValid =0  
);
reg                        [11      :       0]              HorCnt        =0    ;
reg                        [11      :       0]              VerCnt        =0    ;
reg                                                         rValid1       =0    ;
reg                                                         rValid2       =0    ;
reg                                                         rValid3       =0    ;
reg                                                         rValid4       =0    ;
reg                                                         rHsync        =0    ;
reg                                                         rVsync        =0    ;
always@(posedge InPixClk)
begin
    if(HorCnt==InVesaHtt)
        HorCnt<='d0;
    else 
        HorCnt<=HorCnt+1'b1;
end
always@(posedge InPixClk)
begin
    if((HorCnt==InVesaHtt)&&(VerCnt==InVesaVtt))
        VerCnt<='d0;
    else if(HorCnt==InVesaHtt)
        VerCnt<=VerCnt+1'b1;
    else
        VerCnt<=VerCnt;
end
always@(posedge InPixClk)
begin
    if(HorCnt<=InVesaHst)
        rHsync<=1'b0;
    else 
        rHsync<=1'b1;
end
always@(posedge InPixClk)
begin
    if(VerCnt<=InVesaVst)
        rVsync<=1'b0;
    else
        rVsync<=1'b1;
end
always@(posedge InPixClk)
begin
    OutHsync<=rHsync;
    OutVsync<=rVsync;
end
always@(posedge InPixClk)
begin
    if(HorCnt>(InVesaHbt+InVesaHst))
        rValid1<=1'b1;
    else
        rValid1<=1'b0;
end
always@(posedge InPixClk)
begin
    if(HorCnt<=(InVesaHbt+InVesaHst+InVesaHat))
        rValid2<=1'b1;
    else
        rValid2<=1'b0;
end
always@(posedge InPixClk)
begin
    if(VerCnt>(InVesaVbt+InVesaVst))
        rValid3<=1'b1;
    else
        rValid3<=1'b0;
end
always@(posedge InPixClk)
begin
    if(VerCnt<=(InVesaVst+InVesaVbt+InVesaVat))
        rValid4<=1'b1;
    else
        rValid4<=1'b0;
end
always@(posedge InPixClk)
begin
    if(rValid1&rValid2&rValid3&rValid4)
        OutPixValid<=1'b1;
    else
        OutPixValid<=1'b0;
end
assign          OutPixClk=InPixClk;
endmodule
==> flow_metrics.env <==
# physical design summary
export IMPL_wl_per_cell_microns=12.6
export IMPL_clkPwrFrac=0.288
export IMPL_switching_share=0.358
export IMPL_ant_nets=0
export IMPL_post_cts_buffers=0
export IMPL_ys_cells=476
export IMPL_avgSynthCellArea_sq_um=8.45
export IMPL_p_switching_w=0.000442
export IMPL_finalCritPeriodShare=0.840
export IMPL_top_area_frac=0.243
export IMPL_chipHeight_microns=118
export IMPL_cts_tree="built"
export IMPL_hold_violations=0
export IMPL_timing_critical_path_mode_cell="ha_1"
export IMPL_cpLargestDelayFamily="AND-OR/OR-AND gates"
export IMPL_relSlewSlack=0.512
export IMPL_power_leakage_nw=2.36
export IMPL_die_w_microns=118
export IMPL_grt_usage=0.141
export IMPL_synthFlopType="dfxtp_1"
export IMPL_vias_per_cell=4.87
export IMPL_grt_setup_unrepaired="false"
export IMPL_drc=0
export IMPL_p_int_w=0.000791
export IMPL_skew_ns=0.00486
export IMPL_antenna_found_initial=0
export IMPL_synth_flops=33
export IMPL_hp_class="register to register"
export IMPL_critPathSlowestCell="clkdlybuf4s50_1"
export IMPL_area_growth_pct=27.9
export IMPL_ys_seq_frac=0.164
export IMPL_clock_fmax_mhz=199
export IMPL_edf_count=0
export IMPL_min_period_ns=5.04
export IMPL_syn_cell_area_sq_mm=0.00402
export IMPL_power_w=0.00123
export IMPL_pwr_share_seq=0.264
export IMPL_cp_data_required_time_ns=6.27
export IMPL_slew_violations=0
export IMPL_cp_cell_sequence="clkdlybuf4s50_1, ha_1, inv_1, fa_1, nor2b_1, o21a_1, o21a_1, nor3_1, or3_1, ha_1, nand2_1, o21bai_1, a2111oi_0, nor3b_1, ha_1, nand4_1, a211o_1, o211ai_1, o31ai_1"
export IMPL_ys_async_sr_fraction=0
export IMPL_vias=3527
export IMPL_fp_util=0.313
export IMPL_critPathKind="input pin to register"
export IMPL_ys_types=52
export IMPL_grt_pass1_vias=3442
export IMPL_synth_warnings=1
export IMPL_clk_latency_ns=0.39
export IMPL_cts_resized=0
export IMPL_wirelength_microns=9130
export IMPL_status="complete, no violations"
export IMPL_worst_path_buf_inv=2
export IMPL_row_count=41
export IMPL_drtIter0Drc=156
export IMPL_yosysTopAreaCell="ha_1"
export IMPL_drive_above_1_share=0.0326
export IMPL_io_buffers=73
export IMPL_max_vdd_ir_drop_mv=0.111
export IMPL_cp_end_kind="register"
export IMPL_pin_count=84
export IMPL_slowest_delay_ns=0.51
export IMPL_grt_pass1_wl_microns=15900
export IMPL_cp_start_kind="input pin"
export IMPL_power_density_mw_per_mm2=240
export IMPL_ys_area_sq_mm=0.00402
export IMPL_drt_pre_antenna_iters=4
export IMPL_cts_hold_buf=0
export IMPL_yosys_area_share_simple=0.197
export IMPL_globalplace_congestion=0.831
export IMPL_worst_pin_slew_ns=0.728
export IMPL_die_area_sq_mm=0.0139
export IMPL_tns_ns=0
export IMPL_diodes=0
export IMPL_synthTopLogicFamily="adder cells"
export IMPL_critical_path_peak_fanout=5
export IMPL_warning_count=36
export IMPL_setup_violations_final=0
export IMPL_core_sq_mm=0.0128
export IMPL_grt_overflow_total=0
export IMPL_grt_max_degree=29
export IMPL_clkTransAtPathRegs_ns=0.05
export IMPL_dp_hpwl_microns=7290
export IMPL_power_frac_comb=0.448
export IMPL_fin_hold_ws_ns=0.324
export IMPL_fa_ha_area_frac=0.278
export IMPL_xor_share=0.122
export IMPL_muxShareOfSynthArea=0.0131
export IMPL_synth_cells=476
export IMPL_critPathArrivalTime_ns=5.31
export IMPL_ys_sh_aoi=0.182
export IMPL_drv_cap=0
export IMPL_top_cells_by_area="ha_1, dfxtp_1, xnor2_1"
==> worst paths after layout <==
kind	from	endpoint	slack (ns)	cells past startpoint
hold / removal	rHsync$_DFF_P_	OutHsync$_DFF_P_	0.32	0
setup reg to reg	HorCnt[2]$_SDFF_PP0_	VerCnt[7]$_SDFFE_PP0P_	3.88	6
setup / recovery	InVesaHst[0]	rValid2$_DFF_P_	0.96	19
hold reg to reg	rHsync$_DFF_P_	OutHsync$_DFF_P_	0.32	0
==> cells in the final DEF (no fill, tap or decap), types with 3 or more instances in the layout <==
cell type	instances
ha_1	78
clkdlybuf4s50_1	73
xnor2_1	40
inv_1	34
dfxtp_1	33
nor2_1	30
a21oi_1	27
nand2_1	24
a21o_1	19
nand4_1	19
xor2_1	16
nor2b_1	13
nand3_1	11
and3_1	9
nor3_1	9
o211ai_1	9
o21ai_1	9
clkbuf_16	8
o21a_1	7
o21ai_0	7
a22o_1	7
fa_1	7
and2_1	6
nand2b_1	5
a2111oi_0	4
o31ai_1	4
nand3b_1	3
nor3b_1	3
o211a_1	3
mux2i_1	3
==> metal layers <==
metal | vias to the layer above | track usage | wire length [microns]
met3 | 8 | 0.0237 | 440
met2 | 73 | 0.229 | 4050
met4 | 0 | 0.0216 | 115
li1 | 1885 | - | -
met5 | - | 0 | 0
met1 | 1561 | 0.201 | 4520
==> flip-flops by register name (all words and copies together), names as in the netlist <==
name         count
rHsync           1
VerCnt          12
rValid2          1
rValid1          1
rValid4          1
OutHsync         1
rVsync           1
rValid3          1
OutVsync         1
OutPixValid      1
HorCnt          12
==> power groups by stage <==
| stage | clock, W | sequential [W] | combinational [W] |
|---|---|---|---|
| global route | 0.000382 | 0.000332 | 0.000643 |
| CTS | 0.000365 | 0.000326 | 0.000559 |
| finish | 0.000355 | 0.000326 | 0.000553 |
==> kinds of logic after synthesis <==
kind of cell / after synthesis
and+or+nand+nor: 146
AOI/OAI and AO/OA: 108
xor gates and xnor gates: 56
buffers and inverters: 43
DFF: 33
muxes: 5
adders and majority gates: 85
==> synth_stat cells, types with 5 or more instances <==
| cell | n |
|---|---|
| xnor2_1 | 40 |
| fa_1 | 7 |
| nor3_1 | 9 |
| a21oi_1 | 27 |
| xor2_1 | 16 |
| nor2b_1 | 13 |
| inv_1 | 34 |
| ha_1 | 78 |
| a21o_1 | 19 |
| dfxtp_1 | 33 |
| nand2b_1 | 5 |
| o21ai_0 | 7 |
| nand2_1 | 24 |
| o21a_1 | 7 |
| and2_1 | 6 |
| o211ai_1 | 9 |
| nor2_1 | 30 |
| o21ai_1 | 9 |
| buf_2 | 5 |
| and3_1 | 9 |
| nand4_1 | 19 |
| nand3_1 | 11 |
| a22o_1 | 7 |
==> worst register-to-register path: stages (launching register included) <==
cell and delay [ns]:
dfxtp_1 0.56, xnor2_1 0.17, nand4_1 0.15, nor3_4 0.19, buf_4 0.30, nor2b_1 0.49
a22o_1 0.20
==> per-stage QoR <==
step / worst slack [ns] / cell area, sq um / util / cells
2_1_floorplan: 1.35 / 4020 / - / 476
3_3_place_gp: 0.560 / 4920 / 0.384 / 713
3_5_place_dp: 0.542 / 4920 / 0.384 / 713
4_1_cts: 0.931 / 5140 / 0.401 / 724
5_1_grt: 0.590 / 5140 / 0.401 / 724
6_report: 0.962 / 5140 / 0.401 / 724
==> area by class of cell <==
cell class              instances  area [sq um]
inverters                      34           128
well taps                     172           215
fillers                      1288          7680
multi-input cells             400          3180
repair buffers                 73           728
clock buffers                   9           210
flip-flops and latches         33           661
clock inverters                 3          17.5
Power figures rest on the tool's default switching activity, not on a simulated workload.
