[./design.v]
module CalCore
(
    input                       InClk       ,
    input       signed [8:0]    InData1     ,
    input       signed [8:0]    InData2     ,
    input       signed [8:0]    InData3     ,
    input       signed [2:0]    InK1        ,
    input       signed [2:0]    InK2        ,
    input       signed [2:0]    InK3        ,   
    input                       InDataDe    , 
    output     signed [15:0]   OutData      ,
    output                      OutDataDe         
);
(*use_dsp="yes"*) reg  signed    [15:0]  rInData1    =0;
(*use_dsp="yes"*) reg  signed    [15:0]  rInData2    =0;
(*use_dsp="yes"*) reg  signed    [15:0]  rInData3    =0;
(*use_dsp="yes"*) reg  signed    [15:0]  rOutData    =0;
reg         [2:0]           rInDataDe=0;
always@(posedge InClk)
begin
    if(InDataDe)
        begin
            rInData1<=InData1*InK1;
            rInData2<=InData2*InK2;
            rInData3<=InData3*InK3;
        end
    else
        begin
            rInData1<='d0;
            rInData2<='d0;
            rInData3<='d0;
        end
end
always@(posedge InClk)
begin
    rOutData<=rInData1+rInData2+rInData3;
end
assign OutData=rOutData;
always@(posedge InClk)
begin
    rInDataDe<={rInDataDe[1:0],InDataDe};
end
assign OutDataDe = rInDataDe[1];
endmodule
[./run.sh]
#!/bin/bash
# OpenROAD 26Q1-2900-gdf79404cd8, Yosys 0.63+post, stock flow scripts
make -C /OpenROAD-flow-scripts/flow DESIGN_CONFIG=/design/flow/config.mk WORK_HOME=/design/flow/orfs finish
[./config.mk]
export PLATFORM = sky130hd
export DESIGN_NAME = CalCore
export DESIGN_NICKNAME = CalCore
export VERILOG_FILES = /design/flow/design.v
export SDC_FILE = /design/flow/constraint.sdc
export NUM_CORES = 4
export LEC_CHECK = 1
export CORE_UTILIZATION = 30
[./constraint.sdc]
current_design CalCore

set clk_period 5.4
set clk_io_pct 0.2

create_clock -name clk0 -period $clk_period [get_ports {InClk}]

set non_clock_inputs [all_inputs -no_clocks]
set_input_delay [expr $clk_period * $clk_io_pct] -clock clk0 $non_clock_inputs
set_output_delay [expr $clk_period * $clk_io_pct] -clock clk0 [all_outputs]
==> impl_metrics.json <==
{
  "met2_usage_pct": 17.8,
  "fmax_mhz": 231,
  "grt_antenna_before_repair": 0,
  "hold_start": "rInDataDe[0]",
  "dp_hpwl_um": 6370,
  "vias_per_cell": 4.65,
  "busiest_layer": "met2",
  "syn_avg_cell_area_um2": 10.1,
  "cts_made_buffers": 5,
  "finalCriticalPeriod_ns": 4.33,
  "worstPathRequired_ns": 5.57,
  "use_met1_pct": 17.7,
  "post_drt_wl_per_cell_um": 11.1,
  "setup_viol_count_final": 0,
  "area.growth.synth_to_final_pct": 20.2,
  "chipArea_um2": 15200,
  "drt_iter0_drc": 90,
  "synthCells": 438,
  "leakagePower_nw": 2.46,
  "max_slew_margin_pct": 54.2,
  "holdWs_ns": 0.326,
  "grt_max_degree": 21,
  "place_inst": 668,
  "final_area_um2": 5300,
  "xor_area_share_pct": 5.76,
  "die_y_um": 123,
  "io_pins": 55,
  "grtUsageTotal_pct": 11.4,
  "status": "finished, final reports clean",
  "yosys.cell_types.count": 40,
  "core_um2": 14100,
  "ant_nets": 0,
  "grt_pass1_vias": 3197,
  "regArea_um2": 1040,
  "portBuffers": 54,
  "overflow": 0,
  "place.gp.congestion": 0.856,
  "async_reset_ff_share_pct": 0,
  "p_total_mw": 1.63,
  "grt_pass1_wl_um": 13800,
  "finalClockPeriodUsage_pct": 80.2,
  "antennaDiodeCount": 0,
  "utilization_pct": 37.6,
  "drive_gt1_share_pct": 2.82,
  "tool_warnings": 25,
  "tritoncts": "yes",
  "cts_buffer_depth": 2,
  "dpl-instance-area_um2": 5150,
  "slew_viol_final": 0,
  "via_count": 3142,
  "drc": 0,
  "startpoint_type": "primary input",
  "clkSlewWorstSetupHoldPaths_ns": 0.07,
  "logic_area_um2": 3260,
  "ys_sh_adder_pct": 38.3,
  "cts_setup_buffers": 0,
  "r2r-start": "rInData2[1]",
  "edf_count": 0,
  "clock-sinks": 52,
  "htree_levels": 2,
  "mux_area_share_pct": 0.738,
  "peakVddDrop_mv": 0.157,
  "cts_resized": 0,
  "crit_type": "in -> reg",
  "power_density_nw_per_um2": 308,
  "ys_area_um2": 4410,
  "hold_path.class": "reg -> reg",
  "fp-row-count": 43,
  "cts_hold_buf": 0,
  "tns_ns": 0,
  "postSynthSeqShare_pct": 23.6,
  "insertion_delay_ns": 0.29,
  "tightest_slew_ns": 0.685,
  "worstSetupEndpointType": "flip-flop",
  "ys_seq_elements": 52,
  "cp_max_fo": 10,
  "crit_start": "InK2[2]",
  "die_w_um": 123,
  "wl_um": 7510,
  "syn-cell-area_um2": 4410,
  "fp_util_pct": 31.3,
  "rsz0062_at_grt": "false",
  "ys_top_logic_family": "adder cells",
  "fillers": 1386,
  "finalNonFillerCells": 676,
  "aoi_share_pct": 11.7,
  "ys.flop_type": "dfxtp_1",
  "setup_ws_ns": 1.07,
  "simple_gate_area_share_pct": 17.6,
  "yosysWarnings": 1,
  "finClkSkew_ns": 0.00361,
  "cts_root_buf": "clkbuf_16",
  "hold_viol": 0,
  "yosysCellCount": 438,
  "place_ws_ns": 0.828,
  "maxCapViolations": 0,
  "dr.pass1.iters": 4,
  "met3_usage_pct": 1.55,
  "cp.arrival_ns": 4.50
}
==> placed cells by master (no fill, tap or decap), types with 12 or more instances in the layout <==
| master | instances |
|---|---|
| xor2_1 | 14 |
| dfxtp_1 | 52 |
| clkdlybuf4s50_1 | 54 |
| and2_1 | 53 |
| o21ai_0 | 19 |
| nand2b_1 | 12 |
| a211oi_1 | 13 |
| ha_1 | 66 |
| fa_1 | 43 |
| xnor2_1 | 15 |
| nor2b_1 | 14 |
| inv_1 | 20 |
| nand2_1 | 16 |
| nor2_1 | 30 |
==> report_power, final <==
part           internal [mW]  total [mW]  switching (mW)
combinational          0.421       0.796           0.375
clock                  0.173       0.308           0.135
sequential             0.486       0.528          0.0418
total                   1.08        1.63           0.552
==> routing by layer <==
layer / vias to the layer above / routed length, µm
met5: - / 0
met4: 0 / 93
met3: 8 / 258
met2: 55 / 3290
met1: 1459 / 3860
li1: 1620 / -
==> final cells by class <==
type                    count  share of cell area (%)
well taps                 180                    4.25
clock inverters             3                   0.425
flip-flops and latches     52                    19.7
inverters                  21                    1.49
clock buffers               5                    2.36
multi-input cells         361                    61.6
repair buffers             54                    10.2
==> registers in the layout, indices dropped and copies added, names as in the netlist <==
register / cells
rInDataDe: 2
rOutData: 14
rInData3: 12
rInData2: 12
rInData1: 12
==> critical path, cell delays in order <==
cell             delay (ns)
clkdlybuf4s50_1        0.67
nand2b_1               0.14
fa_1                   0.55
inv_1                  0.05
fa_1                   0.39
ha_1                   0.23
fa_1                   0.42
a211oi_1               0.42
o21ai_1                0.14
a31oi_1                0.22
xnor2_1                0.14
nor2_1                 0.05
==> worst paths after layout <==
kind | to | slack (ns) | cells past startpoint
hold / removal | rInDataDe[1] | 0.33 | 0
setup / recovery | rInData2[11] | 1.07 | 12
setup reg to reg | rOutData[14] | 2.80 | 8
hold reg to reg | rInDataDe[1] | 0.33 | 0
==> Yosys cell counts (all sizes together) (13+ instances only) <==
master	instances	area, µm²
a211oi	13	97.6
inv	20	75.1
nand2	16	60.1
nor2b	14	87.6
xnor2	15	131
fa	43	861
and2	53	332
nor2	30	113
ha	66	826
o21ai	22	110
dfxtp	52	1040
xor2	14	123
==> logic make-up after synthesis <==
family,count (synthesis)
buffers and inverters,25
flip-flops,52
adder cells (fa/ha/maj),109
AND/OR/NAND/NOR,144
XOR/XNOR,29
AND-OR/OR-AND,76
multiplexers,3
