==> ./design.v <==
module PluseDection(
		input 	clk				,       	
		input 	in_sig			,	
		output 	out_sig			,	
		output 	pos_sig			,	
		output  ext_pos_sig		,
		output 	neg_sig			,
		output  ext_neg_sig	
	);
reg[1:0] in_sig_r;
reg   		[9:0]		rPosSig	=0;
reg   		[9:0]		rNegSig =0;
always @(posedge clk)
	in_sig_r <= {in_sig_r[0],in_sig};
always@(posedge clk)
begin
	rPosSig<={rPosSig[8:0],pos_sig};
	rNegSig<={rNegSig[8:0],neg_sig};
end
assign pos_sig = ~in_sig_r[1] & in_sig_r[0];
assign neg_sig = in_sig_r[1] & ~in_sig_r[0];
assign out_sig = in_sig_r[1];
assign ext_pos_sig=|rPosSig;
assign ext_neg_sig=|rNegSig;
endmodule
==> ./run.sh <==
#!/bin/bash
# OpenROAD 26Q1-2900-gdf79404cd8, Yosys 0.63+post, stock flow scripts
make -C /OpenROAD-flow-scripts/flow DESIGN_CONFIG=/design/flow/config.mk WORK_HOME=/design/flow/orfs finish
==> ./config.mk <==
export PLATFORM = sky130hd
export DESIGN_NAME = PluseDection
export DESIGN_NICKNAME = PluseDection
export VERILOG_FILES = /design/flow/design.v
export SDC_FILE = /design/flow/constraint.sdc
export NUM_CORES = 4
export LEC_CHECK = 1
export CORE_AREA = 10 10 70 70
export DIE_AREA = 0 0 80 80
==> ./constraint.sdc <==
current_design PluseDection

set clk_period 1.6
set clk_io_pct 0.2

create_clock -name clk0 -period $clk_period [get_ports {clk}]

set non_clock_inputs [all_inputs -no_clocks]
set_input_delay [expr $clk_period * $clk_io_pct] -clock clk0 $non_clock_inputs
set_output_delay [expr $clk_period * $clk_io_pct] -clock clk0 [all_outputs]
==> flow_summary.toml <==
# implementation run metrics
[clock_tree]
cts_tree = "done"
clockRootBuffer = "clkbuf_4"
cts.reportedPaths.clkPinSlew_ns = 0.12
cts_buffers = 3
clock_latency_ns = 0.31
cts-htree-levels = 1
cts_hold_buf = 0
clockBufferDepth = 2
numClockSinks = 22

[setup_path]
path_cells = "clkdlybuf4s50_1"
critical_path_class = "reg2out"
crit_path_start_kind = "flip-flop"
max_stage_delay_ns = 0.47
endpoint_kind = "output port"
path_buffers = 1
critPathRequiredTime_ns = 1.28
cp.arrival_ns = 1.14
crit_path_max_fanout = 3
slowest_stage = "clkdlybuf4s50_1"
path_delay_family = "buffers and inverters"

[cells_and_area]
regArea_um2 = 452
stdcell_count = 89
final_cell_mix = "15 x dfxtp_1, 6 x dfxtp_2, 3 x nor4_2, 3 x clkbuf_4"
lay_top_count = "dfxtp_1"
num-fill-cells = 373
logic_area_um2 = 104
final_util_pct = 21.3
area_growth_pct = 47.0
design_area_um2 = 728
drive_above_1_share_pct = 46.5

[global_route]
grtUsageTotal_pct = 2.60
antenna_found_initial = 0
first_global_vias = 266
grt_pass1_wl_um = 1310
grt_overflow = 0
grt_max_degree = 14

[detailed_routing]
vias = 258
drcViolationCount = 0
num_antenna_cells = 0
antenna_left = 0
totalWireLength_um = 714
firstDrtPassIters = 2
vias_per_cell = 2.90
drtIter0Drc = 2
wl_per_cell_um = 8.02

[sta]
post-route-period-util_pct = 91.2
tightest_slew_ns = 0.198
hold_viol = 0
fin_skew_ns = 0.00708
maxSlewHeadroom_pct = 86.7
max_freq_mhz = 685
maxSlewViolCount = 0
setup-violations-final = 0
rsz0062_at_grt = "no"
holdWs_ns = 0.354
min_period_ns = 1.46

[placement]
post_dp_cell_area_um2 = 613
portBuffers = 6
place.gp.congestion = 0.619
place_inst = 84
post-dp-hpwl_um = 457

[floorplanning]
io_pins = 7
rows = 21
die_h_um = 80
coreArea_mm2 = 0.00342
die_x_um = 80
initial_core_util_pct = 14.5
die_area_mm2 = 0.00640

[run]
max_cap_viol_count = 0
warnings = 26

[synth]
yosys_warnings = 1
synthCells = 32
synth_area_per_cell_um2 = 15.5
ys_seq_share_pct = 88.9
ys_types = 5
ys_area_um2 = 495
netlist_area_um2 = 495
ys_ff = 22
yosys_cells = 32

[power_and_ir_drop]
power.density_mw_per_mm2 = 1430
vdd_drop_max_v = 0.00121
total_leakage_power_nw = 0.298

[status]
status = "complete, no violations"

[worst_hold_path]
min-delay-path-class = "reg2reg"
==> through the flow <==
stage	worst slack [ns]	total power [W]	setup TNS, ns
final	0.141	0.00104	0
after floorplan	0.677	0.000608	0
after detailed placement	0.121	0.000628	0
after global routing	0.0623	0.00110	0
after global placement	0.129	0.000626	0
after CTS	-0.0154	0.00104	-0.0222
==> metal layers <==
layer | track usage [%] | part of all wire [%]
met1 | 3.29 | 46
met3 | 2.39 | 14
met5 | 0 | 0
met4 | 0 | 0
met2 | 3.37 | 40
==> worst paths after layout <==
| check | to | slack, ns | cells after the start | from |
|---|---|---|---|---|
| max | out_sig | 0.14 | 1 | in_sig_r[1] |
| min | rPosSig[5] | 0.35 | 0 | rPosSig[4] |
| max reg2reg | rPosSig[0] | 0.96 | 2 | in_sig_r[1] |
| min reg2reg | rPosSig[5] | 0.35 | 0 | rPosSig[4] |
==> cell families after synthesis <==
| logic type | count (synthesis) | synth area share (%) |
|---|---|---|
| and+or+nand+nor | 10 | 11.1 |
| DFF | 22 | 88.9 |
==> cells in the mapped netlist <==
| cell type | n | area share, % |
|---|---|---|
| nor2_1 | 2 | 1.5 |
| dfxtp_1 | 22 | 89 |
| nor4_1 | 4 | 5.0 |
| nor2b_1 | 2 | 2.5 |
| nand3_1 | 2 | 2.0 |
==> state kept, by name, summed over array words and instances, names as in the netlist <==
name,cells
rNegSig,10
in_sig_r,2
rPosSig,10
==> timing repair <==
item                       in CTS  in global routing
buffers inserted                0                  1
gates resized                  11                 14
pin swaps                       4                  6
setup endpoints to repair       4                  4
==> area by class of cell <==
type | count | share of cell area (%)
clock buffers | 3 | 3.09
repair buffers | 7 | 8.59
multi-input cells | 10 | 14.3
flip-flops and latches | 22 | 62.0
clock inverters | 1 | 4.12
well taps | 46 | 7.90
==> power breakdown <==
part	internal (W)	leakage, nW	switching (W)	total, W
Sequential	0.000578	0.185	0.0000198	0.000598
Combinational	0.0000238	0.0846	0.00000703	0.0000309
Clock	0.000253	0.0279	0.000159	0.000412
Total	0.000856	0.298	0.000186	0.00104
Power figures rest on the tool's default switching activity, not on a simulated workload.
